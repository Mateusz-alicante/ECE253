--- flow/run.sh ---
#!/bin/bash
# OpenROAD 26Q1-2900-gdf79404cd8, Yosys 0.63+post, stock flow scripts
make -C /OpenROAD-flow-scripts/flow DESIGN_CONFIG=/design/flow/config.mk WORK_HOME=/design/flow/orfs finish
--- flow/config.mk ---
export PLATFORM = sky130hd
export DESIGN_NAME = part3
export DESIGN_NICKNAME = part3
export VERILOG_FILES = /design/flow/design.v
export SDC_FILE = /design/flow/constraint.sdc
export NUM_CORES = 4
export LEC_CHECK = 1
export CORE_AREA = 10 10 70 70
export DIE_AREA = 0 0 80 80
--- flow/constraint.sdc ---
current_design part3

set clk_period 1.6
set clk_io_pct 0.2

create_clock -name clk0 -period $clk_period

set non_clock_inputs [all_inputs -no_clocks]
set_input_delay [expr $clk_period * $clk_io_pct] -clock clk0 $non_clock_inputs
set_output_delay [expr $clk_period * $clk_io_pct] -clock clk0 [all_outputs]
--- flow/design.v ---
module part3(A, B, Function, ALUout);
    parameter N = 4;
    input logic [N-1:0] A, B;
    input logic [1:0] Function;
    output logic [( 2 * N )-1:0] ALUout;
    always_comb
    case (Function)
        2'b00: ALUout = A + B;
        2'b01: ALUout =  (|{A, B}) ? 1 : 0;
        2'b10: ALUout =  (&{A, B}) ? 1 : 0;
        2'b11: ALUout = {A, B};
    default : ALUout = 0;
    endcase
endmodule
==> results.txt <==
run results: CP max stage delay=0.35 ns, Die X=80 um, Finished Core Util=0.212, Max Cap Viol=0, critical path arrival=1.42 ns, drt via density=3.67, Vias=407, Pwr Total=0.000197 W, worst-path cell chain=buf_8 -> ha_4 -> fa_2 -> a21o_1 -> a21oi_2 -> o31ai_1 -> buf_2, status=finished with violations, tool warning count=34, FFs & Latches=0, clock period minus final worst setup slack=1.74 ns, FF+latch area=0 um2, WS Path Type=primary input to primary output, final WL=1.21 mm, drt drc=0, clkbuf count=0, number of global-route vias before repair=412, Final Hold Slack=0.966 ns, Fmax achieved=576 MHz, Top cell area share=0.194, Rel. slew slack=0.847, failing checks=setup timing, Synth-to-Final Area Change=182%, Final period util=1.09, total grt overflow=0, Cell Area, Synth=258 um2, chip height=80 um, Worst Tran Pin Value=0.229 ns, starting density of the core=0.0755, HPWL after DPL=908 um, Post-Syn Area per Cell=8.05 um2, Die Size=6400 um2, Worst setup EP type=primary output, dominant cell type by area after synthesis=ha_1, share of post-route cells with drive strength above 1=0.754, setup ws final=-0.137 ns, Post-DRT Antenna Nets=0, logic area=369 um2, # Cells Yosys=32, Cell area leaders=ha_1, and3_2, fa_1, nand4_1, a22o_1, GRT Util Overall=0.0342, PortBufs=18, Core Rows=21, First DRT Iteration DRCs=13, Cells after Synth=32, Worst Hold Class=primary input to primary output, Final Wtd Congestion=0.783, Max VDD drop=0.0517 mV, Leakage=0.292 nW, pwr dens=271 nW/um2, max-slew violation count=0, drt wl/cell=10.9 um, synthesis area per yosys=258 um2, largest net degree at the start of global routing=9, filler instances=363, first-pass GRT wire length=1.89 mm, RSZ-0062 raised after global routing=true, Post-Place Cell Area=589 um2, final hold vios=0, Ports=18, YS warnings=1, final setup fails=4, CP Buf/Inv Count=2, drt pass-1 iters=4, core area=3420 um2, Crit path max-delay family=adder cells, Startpoint Class=primary input, initial antenna violation count=0, Crit Path Max Fanout=2, register area share after synthesis=0, required time of the critical path=1.28 ns, Final Cell Area=726 um2, Cell variety after synth=21, CP max stage cell=fa_2, Diodes inserted=0
routing by layer:
layer,track usage,share of wire
met1,0.0463,0.45
met4,0,0
met5,0,0
met2,0.0570,0.47
met3,0.00795,0.080
kinds of logic (layout without fill, tap and decap cells):
group,Yosys count,in the layout,share of synthesized area
and+or+nand+nor,14,14,0.340
buffers and inverters,1,34,0.0437
xor gates and xnor gates,1,1,0.0340
adders and majority gates,5,5,0.272
AOI/OAI and AO/OA,11,11,0.311
cells in the mapped netlist:
cell type	n
and3_2	4
ha_1	4
nand4_1	3
a21oi_1	2
a22o_1	2
nor2_1	2
a2111oi_0	1
a21o_1	1
a221o_1	1
a31oi_1	1
and2_2	1
buf_6	1
fa_1	1
nand2_1	1
nand3_1	1
nor4_1	1
o21ai_1	1
o21bai_1	1
o31ai_1	1
or3b_1	1
xor2_1	1
metrics by stage:
step	setup TNS, ns	std cells	worst slack (ns)
global route	-0.549	111	-0.175
CTS	-0.526	110	-0.173
floorplan	0	32	0.0117
detailed placement	-5.67	109	-0.975
finish	-0.354	111	-0.137
global placement	-5.71	109	-0.966
what timing repair did:
action / in CTS / in global routing
setup endpoints to repair: 8 / 7
buffers inserted: 1 / 2
hold buffers: 0 / 0
gates resized: 80 / 20
pin swaps: 16 / 11
path summary, 6_finish.rpt:
path / from / endpoint / cells past startpoint
worst max-delay path: B[0] / ALUout[4] / 7
worst min-delay path: B[1] / ALUout[1] / 3
cell type report:
cell class,instances,share of cell area
Tap cell,46,0.0793
Timing Repair Buffer,34,0.412
Multi-Input combinational cell,31,0.509
placed cells by master (no fill, tap or decap):
master	synthesis	layout
nand2_1	1	1
clkdlybuf4s50_1	0	3
o21ai_2	0	1
nor2_1	2	2
and2_2	1	1
a221o_1	1	1
and3_2	4	4
a21o_1	1	1
or3b_4	0	1
buf_6	1	7
buf_2	0	5
a2111oi_4	0	1
a21oi_2	0	1
a31oi_1	1	1
ha_4	0	4
nor4_2	0	1
nand3_4	0	1
o31ai_1	1	1
a22o_1	2	2
a21oi_4	0	1
buf_4	0	15
buf_8	0	3
clkbuf_4	0	1
fa_2	0	1
nand4_1	3	3
xor2_1	1	1
o21bai_4	0	1
report_power, final:
group	leakage [nW]	switching, W	internal, W	total [W]
combinational	0.292	0.0000753	0.000122	0.000197
sequential	0	0	0	0
clock	0	0	0	0
Power is estimated from default activity; no workload was simulated.
